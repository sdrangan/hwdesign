$ cat /design/flow/config.mk
export PLATFORM = sky130hd
export DESIGN_NAME = poly_fun
export DESIGN_NICKNAME = poly_fun
export VERILOG_FILES = /design/flow/design.v
export SDC_FILE = /design/flow/constraint.sdc
export NUM_CORES = 4
export LEC_CHECK = 1
export CORE_UTILIZATION = 30
$ cat /design/flow/constraint.sdc
current_design poly_fun

set clk_period 8.6
set clk_io_pct 0.2

create_clock -name clk0 -period $clk_period [get_ports {clk}]

set non_clock_inputs [all_inputs -no_clocks]
set_input_delay [expr $clk_period * $clk_io_pct] -clock clk0 $non_clock_inputs
set_output_delay [expr $clk_period * $clk_io_pct] -clock clk0 [all_outputs]
$ cat /design/flow/design.v
`timescale 1ns/1ps
module poly_fun #(
    parameter int WIDTH = 16,
    parameter signed [WIDTH-1:0] W2 = 3,
    parameter signed [WIDTH-1:0] W1 = 2,
    parameter signed [WIDTH-1:0] W0 = 4
) (
    input  logic clk,
    input  logic rst,
    input  signed  [WIDTH-1:0] x,   
    output logic signed  [WIDTH-1:0] y
);
    logic signed [WIDTH-1:0] x_reg, lin_term, xsq;
    always_ff @(posedge clk) begin
        if (rst) begin
            x_reg <= '0;
            lin_term <= '0;
            xsq <= '0;
        end else begin
            x_reg <= x;
            lin_term <= (W1 * x_reg) + W0;   
            xsq <= x_reg * x_reg;    
        end
    end
    always_comb begin
        y = W2 * xsq + lin_term;   
    end
endmodule
$ cat /design/flow/run.sh
#!/bin/bash
# OpenROAD 26Q1-2900-gdf79404cd8, Yosys 0.63+post, stock flow scripts
make -C /OpenROAD-flow-scripts/flow DESIGN_CONFIG=/design/flow/config.mk WORK_HOME=/design/flow/orfs finish
==> results.py <==
# Flow results
metrics = {
    "power_and_ir_drop": {
        "p_clk_frac": 0.184,
        "power.leakage_uw": 0.00331,
        "pwr-share-comb": 0.578,
        "seqPwrFrac": 0.238,
        "power.density_nw_per_um2": 157,
        "p_sw_frac": 0.374,
        "p_sw_uw": 391,
        "peakVddDrop_mv": 0.0967,
        "power.total_uw": 1050,
        "p_int_uw": 655,
    },
    "critical_path": {
        "reg2reg_from": "x_reg[2]",
        "startpoint_type": "register",
        "path_cells": "nand2_1 > fa_1 > fa_1 > inv_1 > fa_1 > inv_1 > fa_1 > inv_1 > fa_1 > inv_1 > fa_1 > inv_1 > ha_1 > nor3_1 > o211ai_2 > a311oi_2 > or3_1 > a21oi_1",
        "cp_max_fo": 17,
        "slowest_stage": "dfxtp_1",
        "arrival_ps": 5690,
        "path_buffers": 5,
        "crit_start": "x_reg[2]",
        "crit_family": "adder cells",
        "worstPathRequired_ps": 8750,
        "cp_common_cell": "fa_1",
        "endpoint_kind": "register",
        "criticalPathCategory": "register to register",
        "cpPeakStageDelay_ps": 760,
    },
    "grt": {
        "overflow": 0,
        "track_usage": 0.119,
        "grt_pass1_vias": 4198,
        "antenna_found_initial": 0,
        "grt_max_degree": 45,
        "grt_pass1_wl_um": 19000,
    },
    "logic_synthesis": {
        "ys_cells": 675,
        "xor_share": 0.0722,
        "simple_gate_area_frac": 0.138,
        "ys_sh_aoi": 0.0655,
        "ff_type": "dfxtp_1",
        "ys_seq_share": 0.148,
        "ys_warn_count": 1,
        "syn-cell-area_sq_um": 5940,
        "synth_cell_type_count": 44,
        "synthArstFlopShare": 0,
        "muxShareOfSynthArea": 0,
        "yosys_area_sq_um": 5940,
        "syn_avg_cell_area_sq_um": 8.80,
        "fa_ha_area_frac": 0.455,
        "syn_inst": 675,
        "edf_count": 0,
        "ys_seq_elements": 44,
        "synthTopLogicFamily": "adder cells",
    },
    "clocking": {
        "cts_buffers": 5,
        "clk_pin_slew_ps": 60,
        "cts.sinks": 44,
        "ctsHtreeMaxLevel": 2,
        "post_cts_resized": 0,
        "tritoncts": "done",
        "cts_max_path_buffers": 2,
        "root_buffer": "clkbuf_16",
        "ctsHoldBuffers": 0,
        "post_cts_buffers": 0,
        "clk_latency_ps": 280,
    },
    "layout": {
        "mi_logic_area_sq_um": 4340,
        "area_growth_pct": 12.4,
        "fill_cells": 1991,
        "lay_top_cells": "inv_1 (172), ha_1 (91), fa_1 (78)",
        "seq_area_sq_um": 881,
        "drive_above_1_share": 0.0314,
        "layout.cells.non_filler": 965,
        "utilization": 0.343,
        "lay_top_count": "inv_1",
    },
    "timing": {
        "maxSlewViolCount": 0,
        "rsz0062_at_grt": "false",
        "min_period_over_period": 0.644,
        "worstMarginPinSlew_ps": 679,
        "fmax_ghz": 0.181,
        "setup_viol": 0,
        "min_period_ps": 5540,
        "setup_slack_ps": 3060,
        "hold_viol": 0,
        "fin_skew_ps": 3.92,
        "setup_tns_ps": 0,
        "relSlewSlack": 0.547,
    },
    "flow_run": {
        "warnings": 30,
        "maxCapViolCount": 0,
    },
    "drt": {
        "route.detailed.drc": 0,
        "dr_total_vias": 3976,
        "antennaDiodeCount": 0,
        "routedWlPerCell_um": 10.6,
        "drtPass1Iterations": 4,
        "drt_wl_total_um": 10300,
        "drt_iter0_markers": 115,
        "final_antenna_net_count": 0,
        "vias_per_cell": 4.12,
    },
    "floorplan": {
        "chipHeight_um": 143,
        "num_rows": 51,
        "dieWidth_um": 143,
        "fp-utilization": 0.305,
        "ioPinCount": 34,
        "core_sq_um": 19500,
        "die_area_sq_um": 20400,
    },
    "place": {
        "dp_hpwl_um": 8630,
        "gp_congestion": 0.816,
        "dp.cells": 957,
        "pre_cts_ws_ps": 3040,
        "port_buffers": 31,
    },
    "hold_path": {
        "hp-start": "x_reg[14]",
        "holdCritPathClass": "register to register",
    },
    "status": {
        "status": "finished clean",
    },
}
==> tightest hold or removal path, delay by kind of cell, from the launching register on <==
| kind | cells | cell delay [ps] |
|---|---|---|
| DFF | 1 | 330 |
| and+or+nand+nor | 1 | 70 |
| xor gates and xnor gates | 1 | 70 |
==> area by class of cell <==
| cell class | instances | area share |
|---|---|---|
| Multi-Input combinational cell | 442 | 0.650 |
| Inverter | 172 | 0.0966 |
| Clock buffer | 6 | 0.0208 |
| Sequential cell | 44 | 0.132 |
| Timing Repair Buffer | 34 | 0.0491 |
| Tap cell | 265 | 0.0496 |
| Clock inverter | 2 | 0.00225 |
==> worst paths after layout <==
check	end	slack, ps	cells after the start
max	xsq[14]	3060	18
min	lin_term[15]	510	2
max reg2reg	xsq[14]	3060	18
min reg2reg	lin_term[15]	510	2
==> cell families after synthesis <==
family	after synthesis
buffers and inverters	189
adders and majority gates	169
DFF	44
AOI/OAI and AO/OA	57
xor gates and xnor gates	49
and+or+nand+nor	166
other	1
==> per-stage QoR <==
| step | hold WS (ps) | cell area (sq um) |
|---|---|---|
| 2_1_floorplan | 477 | 5940 |
| 3_3_place_gp | 502 | 6530 |
| 3_5_place_dp | 508 | 6530 |
| 4_1_cts | 522 | 6680 |
| 5_1_grt | 558 | 6680 |
| 6_report | 514 | 6680 |
==> power by group through the flow <==
stage	logic (uW)	registers, uW	clock network [uW]
finish	604	249	193
global route	709	253	210
CTS	619	250	202
==> cell usage after synthesis, drive strengths merged, types with 13 or more instances <==
cell	count	area, sq um
nor2b	22	145
inv	172	646
ha	91	1140
nor2	41	154
xnor2	35	307
dfxtp	44	881
and2	22	138
clkbuf	13	48.8
nand2	45	171
fa	78	1560
a21oi	17	92.6
xor2	14	123
==> routing by layer <==
metal	global-route usage	up-vias	wire length, um
li1	-	2104	-
met1	0.179	1805	5280
met2	0.191	61	4450
met3	0.0225	6	462
met4	0.00736	0	88
met5	0	-	0
Power is estimated from default activity; no workload was simulated.
