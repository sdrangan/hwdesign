==> flow/design.v <==
`timescale 1ns/1ps
module counter (
    input  logic clk,
    input  logic rst,    
    input  logic [31:0] cnt_init,
    input  logic start,
    output logic [31:0] cnt
);
    logic [31:0] cnt_next;
    always_comb begin
        cnt_next = cnt;   
        if ((start) && (cnt == 0))  begin
            cnt_next = cnt_init;
        end else if (cnt > 0) begin
            cnt_next = cnt -1;
        end else begin
            cnt_next = 0;
        end        
    end
    always_ff @(posedge clk) begin
        if (rst) begin
            cnt <= 0;
        end else begin
            cnt <= cnt_next;    
        end
    end
endmodule
==> flow/run.sh <==
#!/bin/bash
# OpenROAD 26Q1-2900-gdf79404cd8, Yosys 0.63+post, stock flow scripts
make -C /OpenROAD-flow-scripts/flow DESIGN_CONFIG=/design/flow/config.mk WORK_HOME=/design/flow/orfs finish
==> flow/config.mk <==
export PLATFORM = sky130hd
export DESIGN_NAME = counter
export DESIGN_NICKNAME = counter
export VERILOG_FILES = /design/flow/design.v
export SDC_FILE = /design/flow/constraint.sdc
export NUM_CORES = 4
export LEC_CHECK = 1
export CORE_UTILIZATION = 30
==> flow/constraint.sdc <==
current_design counter

set clk_period 7.3
set clk_io_pct 0.2

create_clock -name clk0 -period $clk_period [get_ports {clk}]

set non_clock_inputs [all_inputs -no_clocks]
set_input_delay [expr $clk_period * $clk_io_pct] -clock clk0 $non_clock_inputs
set_output_delay [expr $clk_period * $clk_io_pct] -clock clk0 [all_outputs]
==> impl_metrics.prom <==
# HELP chip_impl_metric Physical implementation figures
# TYPE chip_impl_metric gauge
chip_impl_info{name="outcome",value="finished, final reports clean"} 1
chip_impl_metric{name="critical_path_arrival",unit="ns"} 3.44
chip_impl_metric{name="warning_count",unit=""} 25
chip_impl_metric{name="drt_wl_total",unit="microns"} 5280
chip_impl_metric{name="critical_path_peak_fanout",unit=""} 21
chip_impl_metric{name="die_height",unit="microns"} 80.4
chip_impl_metric{name="critPathRequiredTime",unit="ns"} 7.54
chip_impl_metric{name="number_of_instances_in_the_synthesized_netlist",unit=""} 215
chip_impl_metric{name="remaining_global_route_overflow",unit=""} 0
chip_impl_metric{name="aoi_share",unit="%"} 18.5
chip_impl_metric{name="maxSlewHeadroom",unit="%"} 44.0
chip_impl_metric{name="top_level_ports",unit=""} 67
chip_impl_metric{name="die-area",unit="sq um"} 6460
chip_impl_metric{name="netlist_area_before_placement",unit="sq um"} 1840
chip_impl_metric{name="placement.io_buffers",unit=""} 66
chip_impl_metric{name="cap_violations",unit=""} 0
chip_impl_metric{name="grt_pass1_wl",unit="microns"} 8410
chip_impl_metric{name="share_of_total_power_in_sequential_cells",unit="%"} 26.7
chip_impl_info{name="worstSetupEndpointType",value="register"} 1
chip_impl_metric{name="global_route.usage.total",unit="%"} 17.1
chip_impl_metric{name="share_of_the_clock_period_used_by_the_worst_path",unit="%"} 43.9
chip_impl_metric{name="pwr-share-clk",unit="%"} 10.9
chip_impl_metric{name="yosys_cells",unit=""} 215
chip_impl_metric{name="area.sequential",unit="sq um"} 641
chip_impl_metric{name="route.detailed.vias_per_inst",unit=""} 5.30
chip_impl_metric{name="cts_htree_levels",unit=""} 2
chip_impl_metric{name="timing_worst_slew_pin_value",unit="ns"} 0.838
chip_impl_metric{name="post_synth.cell_area_avg",unit="sq um"} 8.58
chip_impl_metric{name="largest_reg_flops",unit=""} 32
chip_impl_info{name="worstHoldPathType",value="reg -> reg"} 1
chip_impl_metric{name="num-fill-cells",unit=""} 567
chip_impl_metric{name="finClkSkew",unit="ns"} 0.00564
chip_impl_info{name="worstSetupStartpointType",value="input port"} 1
chip_impl_metric{name="total_power",unit="mW"} 1.33
chip_impl_metric{name="max_freq",unit="MHz"} 312
chip_impl_metric{name="ys_area",unit="sq um"} 1840
chip_impl_info{name="dominantRegCellSynth",value="dfxtp_1"} 1
chip_impl_metric{name="p_leak",unit="nW"} 0.977
chip_impl_metric{name="path_clk_slew",unit="ns"} 0.07
chip_impl_metric{name="finalSetupTns",unit="ns"} 0
chip_impl_info{name="registers.top_by_ff_count",value="cnt"} 1
chip_impl_metric{name="route.antenna.diode_count",unit=""} 0
chip_impl_metric{name="synth.cellmix.xorXnorShare",unit="%"} 10.4
chip_impl_info{name="timing.setup.critical_path_class",value="in -> reg"} 1
chip_impl_metric{name="post_synth_num_cell_types",unit=""} 47
chip_impl_metric{name="fa_ha_area_share",unit="%"} 0.678
chip_impl_metric{name="synth_warnings",unit=""} 1
chip_impl_metric{name="die_width",unit="microns"} 80.4
chip_impl_metric{name="design.core.area",unit="sq um"} 5920
chip_impl_metric{name="cts.sink_count",unit=""} 32
chip_impl_metric{name="num_vias",unit=""} 1875
chip_impl_metric{name="area_growth",unit="%"} 42.5
chip_impl_metric{name="drc_errors",unit=""} 0
chip_impl_metric{name="share_of_layout_cells_above_drive_strength_1",unit="%"} 9.32
chip_impl_metric{name="switching_share",unit="%"} 44.1
chip_impl_metric{name="final.min_clock_period",unit="ns"} 3.21
chip_impl_metric{name="enable_flop_cells",unit=""} 0
chip_impl_metric{name="largest_net_degree_at_the_start_of_global_routing",unit=""} 26
chip_impl_metric{name="grt_antenna_before_repair",unit=""} 0
chip_impl_metric{name="detailedRoute.firstPassIterationCount",unit=""} 4
chip_impl_info{name="root_buffer",value="clkbuf_8"} 1
chip_impl_metric{name="mux_share",unit="%"} 0.611
chip_impl_metric{name="finalHoldViolations",unit=""} 0
chip_impl_metric{name="gp_congestion",unit=""} 0.845
chip_impl_metric{name="switchingPower",unit="mW"} 0.587
chip_impl_info{name="reg.largest.list",value="cnt (32)"} 1
chip_impl_metric{name="cts_post_setup_buffers_inserted",unit=""} 0
chip_impl_metric{name="vdd_ir_drop_max",unit="uV"} 271
chip_impl_info{name="cts_tree",value="done"} 1
chip_impl_info{name="rsz0062_at_grt",value="false"} 1
chip_impl_metric{name="report.final.slew_viol_count",unit=""} 0
chip_impl_metric{name="ctsResizeCount",unit=""} 0
chip_impl_metric{name="simple_gate_area_share",unit="%"} 30.2
chip_impl_metric{name="detailedRoute.firstIterationViolations",unit=""} 103
chip_impl_metric{name="synth-async-reset-ratio",unit="%"} 0
chip_impl_metric{name="worst-r2r-setup-slack",unit="ns"} 4.43
chip_impl_metric{name="ys_seq_share",unit="%"} 34.7
chip_impl_metric{name="internal_power",unit="mW"} 0.745
chip_impl_metric{name="clock_latency",unit="ns"} 0.29
chip_impl_metric{name="floorplanUtilization",unit="%"} 31.1
chip_impl_metric{name="cts_max_path_buffers",unit=""} 2
chip_impl_metric{name="antenna_left",unit=""} 0
chip_impl_metric{name="share_comb_of_total_power",unit="%"} 62.5
chip_impl_metric{name="report.final.setup_viol",unit=""} 0
chip_impl_metric{name="cts_buffers",unit=""} 5
chip_impl_metric{name="holdBufCountCts",unit=""} 0
chip_impl_metric{name="row_count",unit=""} 28
chip_impl_metric{name="vias_in_the_first_global_route",unit=""} 1738
chip_impl_metric{name="power_per_cell_area",unit="nW/um^2"} 507
chip_impl_metric{name="hpwlAfterDp",unit="microns"} 3700
chip_impl_metric{name="ys_ff",unit=""} 32
chip_impl_metric{name="route.detailed.wl_per_inst",unit="microns"} 14.9
chip_impl_metric{name="mi_logic_area",unit="sq um"} 1110
chip_impl_info{name="synth.comb.largest_family",value="simple AND/OR/NAND/NOR gates"} 1
==> path summary, 6_finish.rpt <==
path                              start       to  cells past startpoint
worst max-delay path              start   cnt[8]                      4
worst min-delay path            cnt[26]  cnt[26]                      2
worst max register to register   cnt[0]  cnt[30]                      7
worst min register to register  cnt[26]  cnt[26]                      2
==> through the flow <==
stage	instance area [sq um]	setup WS, ns	utilization (%)	std cells	hold slack, ns
final	2630	4.09	44.4	354	0.496
after global routing	2630	3.94	44.4	354	0.537
after CTS	2630	4.08	44.4	354	0.501
after detailed placement	2540	3.78	42.8	346	0.492
after global placement	2540	3.86	42.8	346	0.481
after floorplan	1840	4.71	-	215	0.450
==> cells in the mapped netlist (2+ instances only) <==
library cell | instances | area [sq um]
o21ai_0 | 4 | 20.0
nand4_1 | 2 | 12.5
nand2_1 | 16 | 60.1
a22o_1 | 3 | 26.3
o2bb2ai_1 | 3 | 26.3
or3_1 | 3 | 18.8
or4_4 | 3 | 33.8
o31ai_1 | 4 | 30.0
and2_1 | 2 | 12.5
or2_2 | 4 | 25.0
buf_2 | 2 | 10.0
nor2b_1 | 2 | 12.5
buf_4 | 3 | 22.5
xnor2_1 | 15 | 131
xor2_1 | 7 | 61.3
clkbuf_1 | 4 | 15.0
nor4_1 | 8 | 50.1
a21oi_1 | 19 | 95.1
or4b_2 | 2 | 20.0
nand3_1 | 17 | 85.1
or4_1 | 7 | 52.6
inv_1 | 3 | 11.3
nor3_1 | 12 | 60.1
a211oi_1 | 5 | 37.5
dfxtp_1 | 32 | 641
nor2_1 | 9 | 33.8
a21o_1 | 4 | 30.0
==> per-layer routing <==
layer / global-route usage, % / vias up / wire [microns]
li1: - / 930 / -
met1: 26.3 / 869 / 2550
met2: 26.4 / 71 / 2360
met3: 2.65 / 5 / 320
met4: 2.14 / 0 / 62
met5: 0 / - / 0
==> power groups by stage <==
stage	combinational, mW	clock (mW)	sequential [mW]
final	0.832	0.145	0.355
after CTS	0.834	0.147	0.355
after global routing	0.926	0.155	0.367
==> critical path, stage by stage <==
cell             delay (ns)
clkdlybuf4s50_1        1.01
nor2b_1                0.34
and2_1                 0.43
a22o_1                 0.20
==> cell type report <==
type,instances,area share (%)
Clock inverter,2,0.381
Inverter,3,0.428
Multi-Input combinational cell,168,42.4
Sequential cell,32,24.4
Clock buffer,6,3.14
Timing Repair Buffer,68,25.7
Tap cell,75,3.57
==> logic make-up (layout without fill, tap and decap cells) <==
family,count (synthesis),count (layout)
AND/OR/NAND/NOR,94,94
multiplexers,1,1
AND-OR/OR-AND,50,50
flip-flops,32,32
XOR/XNOR,22,22
adder cells (fa/ha/maj),1,1
buffers and inverters,15,79
==> placed cells by master (no fill, tap or decap), types with 5 or more instances in the layout <==
cell              n
clkbuf_8          6
nor4_1            8
or4_1             7
a21oi_1          19
nor3_1           12
nand3_1          17
nand2_1          16
clkdlybuf4s50_1  66
xor2_1            7
xnor2_1          15
a211oi_1          5
nor2_1            9
dfxtp_1          32
Power and IR drop assume default switching activity.
